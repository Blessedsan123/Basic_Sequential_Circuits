`flow/run.sh`:
```
#!/bin/bash
# OpenROAD 26Q1-2900-gdf79404cd8, Yosys 0.63+post, stock flow scripts
make -C /OpenROAD-flow-scripts/flow DESIGN_CONFIG=/design/flow/config.mk WORK_HOME=/design/flow/orfs finish
```
`flow/config.mk`:
```
export PLATFORM = sky130hd
export DESIGN_NAME = seq_detector
export DESIGN_NICKNAME = seq_detector
export VERILOG_FILES = /design/flow/design.v
export SDC_FILE = /design/flow/constraint.sdc
export NUM_CORES = 4
export LEC_CHECK = 1
export CORE_AREA = 10 10 70 70
export DIE_AREA = 0 0 80 80
```
`flow/constraint.sdc`:
```
current_design seq_detector

set clk_period 1.1
set clk_io_pct 0.2

create_clock -name clk0 -period $clk_period [get_ports {clk}]

set non_clock_inputs [all_inputs -no_clocks]
set_input_delay [expr $clk_period * $clk_io_pct] -clock clk0 $non_clock_inputs
set_output_delay [expr $clk_period * $clk_io_pct] -clock clk0 [all_outputs]
```
`flow/design.v`:
```
module seq_detector(out,in,clk,rst);
input in,clk,rst;
output reg out;
reg [1:0] present;
reg [1:0] next;
parameter [1:0] s0 = 2'b00;
parameter [1:0] s1 = 2'b01;
parameter [1:0] s2 = 2'b10;
parameter [1:0] s3 = 2'b11;
always @ (posedge clk)
begin
  if(rst)
  begin
  out = 1'b0;
  present = s0;
  next = s0;
  end
  else
  begin
    present = next;
    case(present)
    s0 : begin
      out <= 1'b0;
      if(in)
      begin
        next = s1;
      end
      else
      begin
        next = s0;
      end
    end
    s1 : begin
      out <= 1'b0;
      if(in)
      begin
        next = s1;
      end
      else
      begin
        next = s2;
      end
    end
    s2 : begin
      out <= 1'b0;
      if(in)
      begin
        next = s3;
      end
      else
      begin
        next = s0;
      end
    end
    s3 : begin
      out <= 1'b1;
      if(in)
      begin
        next = s1;
      end
      else
      begin
        next = s0;
      end
    end
    endcase
  end
end
endmodule
```
==> results.txt <==
fresh numbers from the pnr run: status complete, no violations, FF+latch area approximately 100 µm², CP peak stage delay about 0.28 ns, largest net degree at the start of global routing 6, Overflow after GRT 0, GP Congestion between 0.6 and 0.7, Rel. slew slack between 80% and 90%, combinational share of power under 10%, Net Sw Power approximately 0.000085 W, Min-Delay Path Depth 1, vias per inst approximately 1.6, Initial DRC Count 21, Insertion Delay late pin about 0.24 ns, Reg power frac a little under half, max-slew violations 0, Finished Core Util around 7.7%, Top-area cell share around 67%, post-synthesis adder-cell area fraction 0%, comb. cell area around 50 µm², Die X-Extent 80 µm, CP cell instances dlygate4sd2_1, number of buffers added on ports 3, area fraction in compound gates approximately 5%, Synth flops 5, initial antenna violation count 0, pwr dens approximately 1600 nW/µm², Crit Path Max Fanout 1, WL final between 300 and 400 µm, Required @ worst endpoint about 0.9 ns, final setup vio count 0, # hold bufs at CTS 0, CTS root buf clkbuf_4, Startpoint Class flip-flop, Max Fclk roughly 1000 MHz, Pre-antenna DRT Iters 2, clock network power share 50.1%, mux contribution to synthesized area 0%, sw frac approximately 20%, Clock Sinks 5, Slew @ Worst Pin 0.175 ns, Top Layout Cells dfxtp_1 (5), clkbuf_4 (3), nor3_1 (2), nor3b_1 (2), clkdlybuf4s50_1 (2), Worst path top cell family by delay flip-flops, fp util 4.40%, Max H-tree Level 1, vias in the first global route between 100 and 150, max_cap viols 0, CTS clock-pin slew for the worst setup and hold paths 0.04 ns, crit end category output pin, GRT Total Usage 1.41%, CTS Buf Count 3, most used logic cell in the final layout dfxtp_1, reg2reg path depth 2, Synth Warn # 1, global-route wire length before repair between 600 and 700 µm, Post-Synth Simple-Gate Area 28.3%, P&R area growth vs syn 75.0%, Die Y about 80 µm, Fin. Hold Viols 0, # Cells Yosys 12, CTS tree yes, Setup CP Type reg2out, layout cell share with drive strength beyond 1 21.1%, Mapped Cells 12, total buffers and inverters traversed by the critical path 1, skew final 0.000610 ns, Placed Instances between 60 and 70, final routed DRC violation total 0, synthesized cell area ~150 µm², Pint between 0.0003 and 0.0004 W, largest area contributor in the netlist dfxtp_1, Fillers slightly above 400, hold crit path type reg2reg, Antenna Violating Nets Remaining 0, clk buf depth 2, OpenROAD warnings 25, Synth Seq Share between 60% and 70%, ANT cells 0, Distinct cells, synth 6, top comb family, area simple AND/OR/NAND/NOR gates, yosys xor share 0%, IO Count 4, yosys stat area ~150 µm², Worst EP arrival 0.75 ns, Tcrit/Tclk final between 80% and 90%, fin cells around 65, post-detailed-route wirelength per cell about 5.2 µm, RSZ-0062 raised after global routing no, vias a little over 100, P_leak about 0.094 nW, row count 21, Tot Pwr 0.000423 W, minimum clock period about 1 ns, Synth Area per Inst 12.5 µm², worst vdd ir about 0.18 mV, chip area between 6000 and 7000 µm², critical path depth 1, Hold WS between 0.4 and 0.5 ns, Final TNS setup 0 ns, detailed-placement wirelength estimate ~250 µm, crit path max-delay cell type dfxtp_1, top cells, area dfxtp_1 (67%), nor3b_1 (10%), nor3_1 (6.7%), Core Area roughly 3400 µm²
## sequential cells by signal (all words and copies together) (netlist names)
register	flops
out	1
next	4
## per-layer routing
layer | wire length, µm | global-route usage [%] | vias up
met4 | 0 | 0.352 | 0
li1 | - | - | 55
met3 | 130 | 2.73 | 0
met5 | 0 | 0 | -
met2 | 76 | 1.20 | 7
met1 | 130 | 1.34 | 41
## synthesized netlist by cell type
master,n
o21bai_1,1
nor3b_1,2
and2b_2,1
and3b_1,1
dfxtp_1,5
nor3_1,2
## through the flow
step           instance area, µm²  worst slack (ns)
2_1_floorplan                 150             0.465
3_3_place_gp                  238            0.0167
3_5_place_dp                  238           -0.0248
4_1_cts                       263             0.113
5_1_grt                       263            0.0843
6_report                      263             0.126
## power by group through the flow
stage	sequential, W	combinational, W	clock, W
CTS	0.000191	0.0000202	0.000218
global route	0.000192	0.0000239	0.000233
finish	0.000191	0.0000198	0.000212
## path summary, 6_finish.rpt
kind                start  slack [ns]      end
hold / removal    next[2]        0.48  next[1]
hold reg to reg   next[2]        0.48  next[1]
setup / recovery      out        0.13      out
setup reg to reg  next[0]        0.43  next[0]
## final cells by class
class                           count  area share [%]
Sequential cell                     5            38.1
Timing Repair Buffer                3            11.0
Multi-Input combinational cell      7            19.0
Tap cell                           46            21.9
Clock buffer                        4            10.0
## kinds of logic after synthesis
logic type         count (synthesis)
DFF                                5
AOI/OAI and AO/OA                  1
and+or+nand+nor                    6
## timing repair
action | CTS | global route
setup endpoints to repair | 1 | 0
setup buffers | 0 | 0
resized | 1 | 0
Power is estimated from default activity; no workload was simulated.
