<file path="flow/design.v">
module clock_divider(
  input clk,
  input rst,
  output reg r_clk
);
  reg [3:0] counter;
  always @ (posedge clk)
    begin
      if(rst)
        begin
          r_clk <= 0;
          counter <= 0;
        end
      else
        begin
          if(counter == 10)
            begin
              r_clk <= ~r_clk;
              counter <= 0;
            end
          else
            counter = counter +1;
        end
      end
endmodule
</file>
<file path="flow/run.sh">
#!/bin/bash
# OpenROAD 26Q1-2900-gdf79404cd8, Yosys 0.63+post, stock flow scripts
make -C /OpenROAD-flow-scripts/flow DESIGN_CONFIG=/design/flow/config.mk WORK_HOME=/design/flow/orfs finish
</file>
<file path="flow/config.mk">
export PLATFORM = sky130hd
export DESIGN_NAME = clock_divider
export DESIGN_NICKNAME = clock_divider
export VERILOG_FILES = /design/flow/design.v
export SDC_FILE = /design/flow/constraint.sdc
export NUM_CORES = 4
export LEC_CHECK = 1
export CORE_AREA = 10 10 70 70
export DIE_AREA = 0 0 80 80
</file>
<file path="flow/constraint.sdc">
current_design clock_divider

set clk_period 1.3
set clk_io_pct 0.2

create_clock -name clk0 -period $clk_period [get_ports {clk}]

set non_clock_inputs [all_inputs -no_clocks]
set_input_delay [expr $clk_period * $clk_io_pct] -clock clk0 $non_clock_inputs
set_output_delay [expr $clk_period * $clk_io_pct] -clock clk0 [all_outputs]
</file>
==> flow_metrics.tcl <==
# flow metrics
set metrics [dict create \
    antennaDiodeCount 0 \
    yosys_cells 23 \
    mux_area_share_pct 0 \
    routedWlPerCell_um 5.55 \
    worst_slew_margin_rel_pct 87.3 \
    power_density_nw_per_um2 1110 \
    lay_top_cells "4 x dfxtp_1, 3 x nor2_1, 3 x clkbuf_4" \
    finalHoldViolations 0 \
    area_growth_pct 53.2 \
    crit_required_ps 1430 \
    adder_share_pct 11.6 \
    min_to "counter[0]" \
    routed-via-count 183 \
    cts_tree "built" \
    numCtsBuffers 3 \
    cts_max_path_buffers 2 \
    drt_iter0_drc 4 \
    postRouteAntennaNets 0 \
    fin_setup_tns_ps 0 \
    dpl.hpwl_um 303 \
    cp_max_fo 5 \
    wirelength_um 422 \
    yosysUniqueCellTypes 12 \
    setup_viol 0 \
    routabilityCongestion 0.623 \
    grt_pass1_vias 188 \
    viasPerCell 2.41 \
    worstReg2RegStart "counter[0]" \
    crit_path_cell_trace "inv_1, ha_1, nand3b_1, xor2_1, nor2_1" \
    ff2ff_path_depth 5 \
    clk_pin_slew_worst_paths_ps 40 \
    finalCritPeriodShare_pct 89.0 \
    antenna_found_initial 0 \
    avgSynthCellArea_sq_um 9.41 \
    finalCriticalPeriod_ps 1160 \
    ys_seq_share_pct 46.2 \
    hold_class "reg -> reg" \
    die_w_um 80 \
    insertion_delay_ps 240 \
    ys_area_sq_um 216 \
    grt_max_degree 7 \
    drcViolationCount 0 \
    ys_warn_count 1 \
    hp-start "counter[0]" \
    root_buffer "clkbuf_4" \
    peakVddDrop_mv 0.811 \
    r2r_slack_ps 140 \
    synth_cells 23 \
    netlist_area_sq_um 216 \
    ys_sh_xor_pct 4.05 \
    num_rows 21 \
    simple_gate_area_share_pct 28.9 \
    worstHoldPathCells 1 \
    worst_path_max_delay_cell "dfxtp_1" \
    rsz0062_at_grt "no" \
    final_max_slew_viol_count 0 \
    grt_use_total_pct 1.37 \
    fp_util_pct 6.34 \
    log.warning_count 26 \
    critPathLaunchType "flip-flop" \
    clock-skew-final_ps 1.75 \
    layout-drive-gt1-share_pct 16.7 \
    port_buffers 2 \
    logic_family "simple AND/OR/NAND/NOR gates" \
    ios 3 \
    max_stage_delay_ps 390 \
    ys_ff 5 \
    crit_type "reg -> reg" \
    cts.sinks 5 \
    grt_pass1_wl_um 683 \
    endpoint_kind "flip-flop" \
    core_area_sq_um 3420 \
    status "finished clean" \
    max_freq_mhz 864 \
    drv_cap 0 \
    aoi_share_pct 7.51 \
    grt_overflow 0 \
    whs_ps 488 \
    tightest_slew_ps 190 \
    lay_top_count "dfxtp_1" \
    dr.pass1.iters 4 \
    cp_data_arrival_time_ps 1280 \
    htree_levels 1 \
    dieArea_sq_um 6400 \
    p_leak_nw 0.131 \
    fp.dieH_um 80 \
    r2r_end "r_clk" \
]
## metal layers
| layer | global-route usage [%] | routed length (um) |
|---|---|---|
| met1 | 1.13 | 189 |
| met2 | 2.09 | 180 |
| met3 | 1.59 | 52 |
| met4 | 0.352 | 0 |
| met5 | 0 | 0 |
## worst max-delay path: cells and delay by family, from the launching register on
kind          cells  cell delay [ps]
xor+xnor          1              170
simple gates      2              200
flops             1              390
fa+ha+maj         1              220
buf+inv           1               60
## stage by stage
stage / setup WS [ps] / instances / utilization (%) / instance area [sq um] / total power [mW]
floorplan: 273 / 23 / - / 216 / 0.187
global placement: 208 / 71 / 8.61 / 294 / 0.193
detailed placement: 164 / 71 / 8.61 / 294 / 0.197
CTS: 9.26 / 76 / 9.63 / 329 / 0.375
global route: 50.4 / 76 / 9.71 / 332 / 0.393
finish: 142 / 76 / 9.71 / 332 / 0.369
## cells in the mapped netlist
cell      n  area (sq um)
nand2_1   2          7.51
a31oi_1   1          6.26
xor2_1    1          8.76
dfxtp_1   5           100
nor2_1    3          11.3
nand3b_1  2          15.0
a21oi_1   2          10.0
nand2b_1  2          12.5
inv_1     1          3.75
nor3b_1   1          7.51
ha_1      2          25.0
nand4b_1  1          8.76
## layout make-up
cell class	count	area, sq um
Multi-Input combinational cell	17	113
Clock buffer	4	26.3
Fill cell	409	3080
Inverter	1	3.75
Tap cell	46	57.6
Timing Repair Buffer	3	30.0
Sequential cell	5	101
## what timing repair did
| action | CTS | global route |
|---|---|---|
| hold buffers | 0 | 0 |
| buffers inserted | 1 | 0 |
| pin swaps | 0 | 0 |
| gates cloned | 0 | 0 |
| endpoints found under the setup margin | 1 | 1 |
| resized | 1 | 1 |
## flip-flops by register name, summed over array words and instances (netlist names)
register and cells:
counter 4, r_clk 1
## worst max path at each step
| stage | from | endpoint | slack [ps] | cells past startpoint |
|---|---|---|---|---|
| finish | counter[0] | r_clk | 140 | 5 |
| global route | counter[0] | r_clk | 50 | 5 |
| CTS | r_clk | r_clk | 9 | 1 |
## cells by family after synthesis
family	Yosys count
AND/OR/NAND/NOR	11
flip-flops	5
AND-OR/OR-AND	3
adder cells (fa/ha/maj)	2
XOR/XNOR	1
buffers and inverters	1
## where the power goes
| group | leakage, nW | internal [mW] | switching, mW |
|---|---|---|---|
| Sequential | 0.0414 | 0.162 | 0.00936 |
| Combinational | 0.0749 | 0.0126 | 0.0108 |
| Clock | 0.0150 | 0.116 | 0.0589 |
| Total | 0.131 | 0.290 | 0.0790 |
Power is estimated from default activity; no workload was simulated.
